File: design/flow/run.sh
#!/bin/bash
# OpenROAD 26Q1-2900-gdf79404cd8, Yosys 0.63+post, stock flow scripts
make -C /OpenROAD-flow-scripts/flow DESIGN_CONFIG=/design/flow/config.mk WORK_HOME=/design/flow/orfs finish
File: design/flow/config.mk
export PLATFORM = sky130hd
export DESIGN_NAME = modulo4
export DESIGN_NICKNAME = modulo4
export VERILOG_FILES = /design/flow/design.v
export SDC_FILE = /design/flow/constraint.sdc
export NUM_CORES = 4
export LEC_CHECK = 1
export CORE_AREA = 10 10 70 70
export DIE_AREA = 0 0 80 80
File: design/flow/constraint.sdc
current_design modulo4

set clk_period 1.0
set clk_io_pct 0.2

create_clock -name clk0 -period $clk_period [get_ports {CLK1}]

set non_clock_inputs [all_inputs -no_clocks]
set_input_delay [expr $clk_period * $clk_io_pct] -clock clk0 $non_clock_inputs
set_output_delay [expr $clk_period * $clk_io_pct] -clock clk0 [all_outputs]
File: design/flow/design.v
module modulo1 (
    input CLK1, RST,
    input D1,
    output reg Q1, Q1_bar
);
    always @(posedge CLK1) begin
        if (RST) begin
            Q1 <= 0;
        end
        else begin
            Q1 <= D1;
            Q1_bar <= ~D1;
        end
    end
endmodule
module modulo2 (
    input CLK1, RST,
    input D2,
    output reg Q2, Q2_bar
);
    always @(posedge CLK1) begin
        if (RST) begin
            Q2 <= 0;
        end
        else begin
            Q2 <= D2;
            Q2_bar <= ~D2;
        end
    end
endmodule
module modulo3 (
    input a, b, c, d,
    output reg f, g
);
    always @(*) begin
        f <= a && c;
        g <= b || d;
    end
endmodule
module modulo4 (
    input D1, D2, CLK1, RST,
    output wire f, g
);
    wire a, b, c, d;
        modulo1 Mod1 (
            .CLK1(CLK1),
            .RST(RST),
            .D1(D1),
            .Q1(a),
            .Q1_bar(b)
        );
        modulo2 Mod2 (
            .CLK1(CLK1),
            .RST(RST),
            .D2(D2),
            .Q2(c),
            .Q2_bar(d)
        );
        modulo3 Mod3 (
            .a(a),
            .b(b),
            .c(c),
            .d(d),
            .f(f),
            .g(g)
        );
endmodule
==> summary.txt <==
Results of the run.

The flow ran to the end, but the final reports show violations. The final reports fail on setup timing. Row generation in the floorplan step produced 21 rows.

Warnings raised by the tools during the run amount to 27. The slowest stage of the critical path is the edfxtp_1 cell. The most critical setup path has its endpoint at g. The proportion of synthesized area in mux cells is 0%.

The xor-xnor portion of the synthesized cell area is 0%. After floorplanning, the core was sized to cover 0.00342 mm². After floorplanning, the die was sized to cover 0.00640 mm². The leakage component of the power was reported as 0.100 nW. Pin placement for this block handled 6 I/O pins. The die is 80 µm wide.

The count of antenna diodes in the layout is 0. The number of buffers added by the clock tree synthesis step is 3. The detail route stage leaves a number of antenna-violating nets equal to 0. Entering global routing, the biggest net connects 3 pins.

The tightest slew margin relative to the limit is 94.5%. Counting along the longest clock path gives a buffer depth of 2. The number of cells produced by synthesis is 11. The synthesis log from Yosys contains 3 warnings. For this run, the detailed router's first-pass iteration total came to 1.

After global routing the overflow that remains totals 0. The routed design could run at a clock period as short as 1.12 ns. The top cell types in the final layout, fill and taps aside, are inv_1 (3), clkbuf_4 (3), clkdlybuf4s50_1 (3). The initial antenna violation count is 0. Across all setup checks in the final design, the least slack found is -0.116 ns. Timing would allow up to 0.896 GHz.

The average wire per cell in the routed design is 4.71 µm. The power per cell area is 1570 mW/mm². The clock tree from TritonCTS is done.

The final power report lists total power as 0.416 mW. The floorplan die height is 80 µm. In this run, the synthesized area fraction spent on adder and majority cells is recorded as 0%. For the completed layout, the total cell area is recorded as 264 µm².

Once placement completed, the tool counted placed cells totaling 63. After synthesis the cells add up to 136 µm². The area share of the largest cell type after synthesis is 44.0%. The post-detailed-routing wire length is 311 µm. The routed layout has 107 vias. The DRC violation total left in the routed layout is recorded as 0. The area growth from synthesis to layout is 93.6%. Synthesis instantiated 6 different standard cells from the library. Global routing used 1.18% of the available tracks across all layers.

The number of failing hold endpoints at the final stage is 0. The hold buffer count at cts is 0. After Yosys synthesis, and, or, nand and nor cells account for 18.3% of the synthesized area. The peak supply drop is 450 µV.

Along the worst hold path, the cell count comes to 2. Setup repair after global routing could not meet its margin everywhere. For reference, compound AND-OR and OR-AND cells occupy 0% of the area reported after synthesis.

The number of maximum-capacitance violations recorded for the run is 0. Ranked by total cell area, the synthesized netlist is headed by edfxtp_1 (44%), dfxtp_1 (29%), nor2b_1 (9.2%). OpenSTA lists the critical path startpoint as Mod2.Q2_bar. In the final timing run, aggregate negative setup slack is -0.116 ns. Hold is met by 0.540 ns. Of the synthesized area, sequential elements account for 73.4%. The slew at the pin closest to its max-slew limit is 0.0828 ns. The min-delay analysis places its worst path in the category in2reg. Walking the worst path, the cells encountered are or2_1 -> buf_2. The fraction of the core area covered by cells at the end of the flow is 7.73%. The global-route wire length before repair is 538 µm. The kind of start point of the critical path is a register. Per the CTS log, the maximum H-tree level is 1. The max-slew violation total from the final report is 0.

The clock net sink count is 4. The tree is rooted in a clkbuf_4. Among all stages on the critical path, the maximum delay recorded is 0.34 ns. Per the detail_route report, vias per standard cell equal 1.62.

Summed over all instances, the cell type with the most area after synthesis is edfxtp_1. The path type of the worst setup path is reg2out. By area, the combinational part of the netlist is dominated by simple AND/OR/NAND/NOR gates. According to the Yosys statistics, the synthesized design has a chip area of 136 µm². The critical path arrival is 0.92 ns. In this run, synthesis produced a sequential element count of 4. Before placement the cells fill 3.99% of the core. The clock-pin transition on the worst setup and hold timing paths is 0.04 ns. The category of the worst setup path capture point is a primary output. The finished layout holds 66 standard cells, fillers aside. The required time at the worst endpoint is listed as 0.80 ns. After detailed placement, the total cell area comes to 251 µm². The via count of the first global-routing pass is 133. The final-report setup violation count is 1. Per the gpl log, the routability congestion estimate is 0.566. The number of DRC markers in iteration 0 is 0.

The period utilization is 112%. The pre-CTS worst setup slack is -0.202 ns. The cell total in the yosys stat output is 11. The share of final-layout standard cells stronger than drive strength 1 is 30.0%. The average cell area after synthesis is 12.4 µm². The top fanout value on the critical path is 1.

The tally of buffers added on design ports is 5.
-- synthesized netlist by cell type --
| library cell | number |
|---|---|
| inv_1 | 3 |
| dfxtp_1 | 2 |
| nor2b_1 | 2 |
| and2_1 | 1 |
| or2_1 | 1 |
| edfxtp_1 | 2 |
-- how the worst min path moves through the flow --
stage	from	end	slack, ns
6_report	D1	Mod1.Q1_bar	0.54
5_1_grt	D2	Mod2.Q2_bar	0.55
4_1_cts	D1	Mod1.Q1_bar	0.53
-- critical path: cells and delay by family, from the launching register on --
kind                   cells  cell delay, ns
buffers and inverters      1            0.12
AND/OR/NAND/NOR            1            0.22
flip-flops                 1            0.34
-- what timing repair did --
item | 4_1_cts | 5_1_grt
pin swaps | 0 | 1
gates cloned | 0 | 0
setup buffers | 0 | 0
hold endpoints to repair | 0 | 0
setup endpoints to repair | 2 | 2
gates resized | 8 | 0
-- state kept, by name, indices dropped and copies added (netlist names) --
register,count
Mod2.Q2_bar,1
Mod2.Q2,1
Mod1.Q1,1
Mod1.Q1_bar,1
-- cell type report --
cell class | instances | area (µm²)
Fill cell | 417 | 3150
Sequential cell | 4 | 100
Tap cell | 46 | 57.6
Timing Repair Buffer | 6 | 47.5
Multi-Input combinational cell | 4 | 25.0
Clock buffer | 3 | 22.5
Inverter | 3 | 11.3
-- power by group --
group	total [mW]	internal [mW]	leakage (nW)	switching, mW
clock network	0.199	0.134	0.0138	0.0651
registers	0.186	0.185	0.0362	0.00184
logic	0.0300	0.0200	0.0501	0.0100
total	0.416	0.339	0.100	0.0770
-- kinds of logic after synthesis --
family | count (synthesis)
flops | 4
buf+inv | 3
simple gates | 4
-- routing by layer --
metal  GRT usage (%)  wire length (µm)  vias to the layer above
li1                -                 -                       51
met1            1.47               177                       46
met2            1.04                77                        8
met3            1.48                46                        2
met4           0.528                10                        0
met5               0                 0                        -
Power is estimated from default activity; no workload was simulated.
